--- flow/design.v ---
`timescale 1ns / 1ps
module spi_master #(parameter DATA_WIDTH = 16, parameter ADDRESS_WIDTH = 15)
(
    input   wire                                    clock,
    input   wire                                    reset_n,
    input   wire    [DATA_WIDTH-1:0]                data,
    input   wire    [ADDRESS_WIDTH-1:0]             address,
    input   wire                                    read_write,
    input   wire                                    enable,
    input   wire                                    burst_enable,
    input   wire    [15:0]                          burst_count,
    input   wire    [15:0]                          divider,
    input   wire                                    clock_phase,
    input   wire                                    clock_polarity,
    input   wire                                    master_in_slave_out,
    output  logic                                   serial_clock,
    output  reg     [DATA_WIDTH-1:0]                read_data,
    output  reg                                     busy,
    output  reg                                     slave_select,
    output  reg                                     master_out_slave_in,
    output  reg     [DATA_WIDTH+ADDRESS_WIDTH:0]    read_long_data,
    output  reg                                     read_data_valid,
    output  reg                                     burst_data_ready
);
typedef enum
{
    S_IDLE,
    S_SET_SS,
    S_TRANSMIT_ADDRESS,
    S_TRANSMIT_DATA,
    S_UPDATE_TABLE,
    S_READ_DATA,
    S_STOP
} state_type;
state_type                                      _state;
state_type                                      state;
reg                                             internal_serial_clock;
logic                                           _internal_serial_clock;
logic       [DATA_WIDTH-1:0]                    _read_data;
logic                                           _busy;
logic                                           _slave_select;
logic                                           _master_out_slave_in;
logic       [DATA_WIDTH+ADDRESS_WIDTH:0]        _read_long_data;
logic                                           _read_data_valid;
logic                                           _burst_data_ready;
reg         [7:0]                               process_counter;
logic       [7:0]                               _process_counter;
reg         [7:0]                               bit_counter;
logic       [7:0]                               _bit_counter;
reg                                             saved_clock_phase;
logic                                           _saved_clock_phase;
reg                                             saved_clock_polarity;
logic                                           _saved_clock_polarity;
reg                                             saved_read_write;
logic                                           _saved_read_write;
reg         [15:0]                              saved_burst_count;
logic       [15:0]                              _saved_burst_count;
reg         [15:0]                              divider_counter;
logic       [15:0]                              _divider_counter;
logic                                           divider_tick;
reg         [ADDRESS_WIDTH-1:0]                 saved_address;
logic       [ADDRESS_WIDTH-1:0]                 _saved_address;
reg         [DATA_WIDTH-1:0]                    saved_data;
logic       [DATA_WIDTH-1:0]                    _saved_data;
reg                                             saved_burst_enable;
logic                                           _saved_burst_enable;
reg         [DATA_WIDTH+ADDRESS_WIDTH:0]        write_shift_register;
logic       [DATA_WIDTH+ADDRESS_WIDTH:0]        _write_shift_register;
reg         [DATA_WIDTH+ADDRESS_WIDTH:0]        read_shift_register;
logic       [DATA_WIDTH+ADDRESS_WIDTH:0]        _read_shift_register;
reg                                             end_of_burst_word;
logic                                           _end_of_burst_word;
always_comb begin
    _state                  =   state;
    _process_counter        =   process_counter;
    _internal_serial_clock  =   internal_serial_clock;
    _read_data              =   read_data;
    _busy                   =   busy;
    _slave_select           =   slave_select;
    _master_out_slave_in    =   master_out_slave_in;
    _bit_counter            =   bit_counter;
    _saved_clock_phase      =   saved_clock_phase;
    _saved_clock_polarity   =   saved_clock_polarity;
    _saved_read_write       =   saved_read_write;
    _saved_burst_count      =   saved_burst_count;
    _divider_counter        =   divider_counter;
    _saved_address          =   saved_address;
    _saved_data             =   saved_data;
    _saved_burst_enable     =   saved_burst_enable;
    _write_shift_register   =   write_shift_register;
    _read_shift_register    =   read_shift_register;
    _read_long_data         =   read_long_data;
    _burst_data_ready       =   burst_data_ready;
    _end_of_burst_word      =   end_of_burst_word;
    _read_data_valid        =   0;
    if (saved_clock_polarity == 0) begin
        serial_clock    =   internal_serial_clock;
    end
    else begin
        serial_clock    =   !internal_serial_clock;
    end
    if (divider_counter == divider) begin
        _divider_counter    =   0;
        divider_tick        =   1;
    end
    else begin
        _divider_counter    =   divider_counter + 1;
        divider_tick        =   0;
    end
    case (state)
        S_IDLE: begin
            _saved_clock_phase      =   clock_phase;
            _saved_clock_polarity   =   clock_polarity;
            _saved_read_write       =   read_write;
            _saved_burst_count      =   burst_count;
            _saved_burst_enable     =   burst_enable;
            _saved_address          =   address;
            _saved_data             =   data;
            _busy                   =   busy;
            _internal_serial_clock  =   0;
            _bit_counter            =   0;
            _write_shift_register   =   0;
            _read_shift_register    =   0;
            _process_counter        =   0;
            _end_of_burst_word      =   0;
            if (enable) begin
                _busy   =   1;
                _state  =   S_SET_SS;
            end
        end
        S_SET_SS: begin
            if (divider_tick) begin
                _slave_select           =   0;
                _write_shift_register   =   {saved_address, saved_read_write, saved_data};
                _state                  =   S_TRANSMIT_ADDRESS;
                if (saved_clock_phase == 0) begin
                    _master_out_slave_in    =   saved_address[ADDRESS_WIDTH-1];
                    _write_shift_register   =   {saved_address[ADDRESS_WIDTH-2:0], saved_read_write, saved_data, 1'b0};
                end
            end
        end
        S_TRANSMIT_ADDRESS: begin
            if (divider_tick) begin
                case (process_counter)
                    0: begin
                        _process_counter    =   1;
                        if (saved_clock_phase == 1 && bit_counter != 0) begin
                            _read_shift_register  = {read_shift_register[DATA_WIDTH+ADDRESS_WIDTH-1:0],master_in_slave_out};
                        end
                    end
                    1: begin
                        _internal_serial_clock  =   1;
                        _process_counter        =   2;
                        if (saved_clock_phase == 1) begin
                            _master_out_slave_in    =   write_shift_register[DATA_WIDTH+ADDRESS_WIDTH];
                            _write_shift_register   =   {write_shift_register[DATA_WIDTH+ADDRESS_WIDTH-1:0], 1'b0};
                        end
                    end
                    2: begin
                        _process_counter    =   3;
                        if (saved_clock_phase == 0) begin
                            _read_shift_register  = {read_shift_register[DATA_WIDTH+ADDRESS_WIDTH-1:0],master_in_slave_out};
                        end
                    end
                    3: begin
                        _internal_serial_clock  =   0;
                        _process_counter        =   0;
                        if (saved_clock_phase == 0) begin
                            _master_out_slave_in    =   write_shift_register[DATA_WIDTH+ADDRESS_WIDTH];
                            _write_shift_register   =   {write_shift_register[DATA_WIDTH+ADDRESS_WIDTH-1:0], 1'b0};
                        end
                        if (bit_counter == ADDRESS_WIDTH) begin
                            _bit_counter    =   0;
                            if (saved_read_write == 0) begin
                                _state  =   S_TRANSMIT_DATA;
                            end
                            else begin
                                _state  =   S_READ_DATA;
                            end
                        end
                        else begin
                            _bit_counter = bit_counter + 1;
                        end
                    end
                endcase
            end
        end
        S_TRANSMIT_DATA: begin
            if (divider_tick) begin
                case (process_counter)
                    0: begin
                        _process_counter    =   1;
                        if (bit_counter == (DATA_WIDTH - 1) && saved_burst_enable == 1 && saved_burst_count > 1) begin
                            _burst_data_ready = 1;
                        end
                        if (saved_clock_phase == 1) begin
                            _read_shift_register  = {read_shift_register[DATA_WIDTH+ADDRESS_WIDTH-1:0],master_in_slave_out};
                        end
                    end
                    1: begin
                        _process_counter        =   2;
                        _internal_serial_clock  =   1;
                        if (saved_clock_phase == 1) begin
                            _master_out_slave_in    =   write_shift_register[DATA_WIDTH+ADDRESS_WIDTH];
                            _write_shift_register   =   {write_shift_register[DATA_WIDTH+ADDRESS_WIDTH-1:0], 1'b0};
                        end
                    end
                    2: begin
                        _process_counter    =   3;
                        if (saved_clock_phase == 0) begin
                            _read_shift_register  = {read_shift_register[DATA_WIDTH+ADDRESS_WIDTH-1:0],master_in_slave_out};
                        end
                        if (burst_data_ready == 1) begin
                            _burst_data_ready                                                   = 0;
                            _write_shift_register[DATA_WIDTH+ADDRESS_WIDTH:ADDRESS_WIDTH+1]     = data;
                        end
                    end
                    3: begin
                        _process_counter        =   0;
                        _internal_serial_clock  =   0;
                        if (saved_clock_phase == 0) begin
                            _master_out_slave_in    =   write_shift_register[DATA_WIDTH+ADDRESS_WIDTH];
                            _write_shift_register   =   {write_shift_register[DATA_WIDTH+ADDRESS_WIDTH-1:0], 1'b0};
                        end
                        if (bit_counter == (DATA_WIDTH-1)) begin
                            _bit_counter    =   0;
                            if (saved_burst_enable == 1) begin
                                _saved_burst_count = saved_burst_count - 1;
                                if (saved_burst_count <= 1) begin
                                    _state = S_STOP;
                                end
                            end
                            else begin
                                _state = S_STOP;
                            end
                        end
                        else begin
                            _bit_counter = bit_counter + 1;
                        end
                    end
                endcase
            end
        end
        S_READ_DATA: begin
            if (divider_tick) begin
                case (process_counter)
                    0: begin
                        _process_counter    =   1;
                        _burst_data_ready   =   0;
                        if (saved_clock_phase == 1) begin
                            _read_shift_register  = {read_shift_register[DATA_WIDTH+ADDRESS_WIDTH-1:0],master_in_slave_out};
                        end
                    end
                    1: begin
                        _process_counter        =   2;
                        _internal_serial_clock  =   1;
                        if (saved_clock_phase == 1) begin
                            _master_out_slave_in    =   write_shift_register[DATA_WIDTH+ADDRESS_WIDTH];
                            _write_shift_register   =   {write_shift_register[DATA_WIDTH+ADDRESS_WIDTH-1:0], 1'b0};
                        end
                        if (end_of_burst_word) begin
                            _end_of_burst_word = 0;
                            _read_long_data     =   read_shift_register;
                            _read_data          =   read_shift_register[DATA_WIDTH-1:0];
                            _read_data_valid    =   1;
                        end
                    end
                    2: begin
                        _process_counter    =   3;
                        if (saved_clock_phase == 0) begin
                            _read_shift_register  = {read_shift_register[DATA_WIDTH+ADDRESS_WIDTH-1:0],master_in_slave_out};
                        end
                    end
                    3: begin
                        _process_counter        =   0;
                        _internal_serial_clock  =   0;
                        if (saved_clock_phase == 0) begin
                            _master_out_slave_in    =   write_shift_register[DATA_WIDTH+ADDRESS_WIDTH];
                            _write_shift_register   =   {write_shift_register[DATA_WIDTH+ADDRESS_WIDTH-1:0], 1'b0};
                        end
                        if (bit_counter == DATA_WIDTH - 1) begin
                            _bit_counter    =   0;
                            if (saved_burst_enable) begin
                                _saved_burst_count  =   saved_burst_count - 1;
                                if (saved_clock_phase == 0) begin
                                    _read_long_data     =   read_shift_register;
                                    _read_data          =   read_shift_register[DATA_WIDTH-1:0];
                                    _read_data_valid    =   1;
                                end
                                else begin
                                    _end_of_burst_word = 1;
                                end
                                if (saved_burst_count <= 1) begin
                                    _read_data_valid    =   0;
                                    _state              =   S_STOP;
                                end
                            end
                            else begin
                                _state  =   S_STOP;
                            end
                        end
                        else begin
                            _bit_counter    =   bit_counter + 1;
                        end
                    end
                endcase
            end
        end
        S_STOP: begin
            if (divider_tick) begin
                case (process_counter)
                    0: begin
                        _process_counter    =   1;
                        if (saved_clock_phase == 1) begin
                            _read_shift_register  = {read_shift_register[DATA_WIDTH+ADDRESS_WIDTH-1:0],master_in_slave_out};
                        end
                    end
                    1: begin
                        _read_long_data         = read_shift_register;
                        _read_data              = read_shift_register[DATA_WIDTH-1:0];
                        _read_data_valid        = 1;
                        _slave_select           = 1;
                        _master_out_slave_in    = 0;
                        _process_counter        = 2;
                    end
                    2: begin
                        _process_counter        = 3;
                    end
                    3: begin
                        _process_counter        = 0;
                        _busy                   = 0;
                        _state                  = S_IDLE;
                    end
                endcase
            end
        end
    endcase
end
always_ff @(posedge clock or negedge reset_n) begin
    if (!reset_n) begin
        state                           <=  S_IDLE;
        slave_select                    <=  1;
        process_counter                 <=  0;
        internal_serial_clock           <=  0;
        read_data                       <=  0;
        busy                            <=  0;
        master_out_slave_in             <=  0;
        bit_counter                     <=  0;
        saved_clock_phase               <=  0;
        saved_clock_polarity            <=  0;
        divider_counter                 <=  0;
        saved_read_write                <=  0;
        saved_burst_count               <=  0;
        saved_address                   <=  0;
        saved_data                      <=  0;
        read_shift_register             <=  0;
        write_shift_register            <=  0;
        saved_burst_enable              <=  0;
        read_data_valid                 <=  0;
        read_long_data                  <=  0;
        burst_data_ready                <=  0;
        end_of_burst_word               <=  0;
    end
    else begin
        state                           <=  _state;
        process_counter                 <=  _process_counter;
        internal_serial_clock           <=  _internal_serial_clock;
        read_data                       <=  _read_data;
        busy                            <=  _busy;
        slave_select                    <=  _slave_select;
        master_out_slave_in             <=  _master_out_slave_in;
        bit_counter                     <=  _bit_counter;
        saved_clock_phase               <=  _saved_clock_phase;
        saved_clock_polarity            <=  _saved_clock_polarity;
        divider_counter                 <=  _divider_counter;
        saved_read_write                <=  _saved_read_write;
        saved_burst_count               <=  _saved_burst_count;
        saved_address                   <=  _saved_address;
        saved_data                      <=  _saved_data;
        read_shift_register             <=  _read_shift_register;
        write_shift_register            <=  _write_shift_register;
        saved_burst_enable              <=  _saved_burst_enable;
        read_data_valid                 <=  _read_data_valid;
        read_long_data                  <=  _read_long_data;
        burst_data_ready                <=  _burst_data_ready;
        end_of_burst_word               <=  _end_of_burst_word;
    end
end
endmodule
--- flow/run.sh ---
#!/bin/bash
# OpenROAD 26Q1-2900-gdf79404cd8, Yosys 0.63+post, stock flow scripts
make -C /OpenROAD-flow-scripts/flow DESIGN_CONFIG=/design/flow/config.mk WORK_HOME=/design/flow/orfs finish
--- flow/config.mk ---
export PLATFORM = sky130hd
export DESIGN_NAME = spi_master
export DESIGN_NICKNAME = spi_master
export VERILOG_FILES = /design/flow/design.v
export SDC_FILE = /design/flow/constraint.sdc
export NUM_CORES = 4
export LEC_CHECK = 1
export CORE_UTILIZATION = 40
--- flow/constraint.sdc ---
current_design spi_master

set clk_period 9.4
set clk_io_pct 0.2

create_clock -name clk0 -period $clk_period [get_ports {clock}]

set non_clock_inputs [all_inputs -no_clocks]
set_input_delay [expr $clk_period * $clk_io_pct] -clock clk0 $non_clock_inputs
set_output_delay [expr $clk_period * $clk_io_pct] -clock clk0 [all_outputs]
==> changes_impl.md <==
## Implementation

- GRT Util Overall: 0.197
- # DRC: 0
- M1 GR Usage: 0.315
- Initial antenna violation count: 0
- Area delta synth->final: 19.5%
- Count of library flops with an enable pin: 0
- Fmax: 0.245 GHz
- Fin. Hold Viols: 0
- CP max stage cell: a311o_1
- Routability congestion estimate: 0.837
- Slew Limit Fails: 0
- YS chip area: 0.0102 mm^2
- Crit path DRT: 9750 ps
- IO Pins: 125
- Vias in the first global route: 7811
- FP Util: 0.406
- Setup WS pre-CTS: 4890 ps
- # Post-CTS Setup Buffers: 0
- Pwr Density: 150 mW/mm^2
- CTS Root Cell: clkbuf_16
- Final wirelength: 24.5 mm
- Sequential area share after synthesis: 0.462
- RSZ-0062 raised after global routing: no
- Main area contributors: dfrtp_1, mux2_2, a21oi_1
- CORE AREA: 0.0251 mm^2
- Crit path max-delay family: simple AND/OR/NAND/NOR gates
- Total CTS buffers: 17
- Largest net degree at the start of global routing: 63
- M3 GR Usage: 0.0265
- Worst-case clock buffer depth: 2
- Mean Syn Cell Area: 9.74 um^2
- # hold bufs at CTS: 0
- WHS: 488 ps
- Post-synthesis register bit count: 188
- Finished Core Util: 0.485
- Async SR Flop Fraction: 1.00
- CTS tree: built
- Synth Flop Type: dfrtp_1
- Setup tns final: 0 ps
- Tool warnings: 27
- Synth warn: 1
- Placement Rows: 58
- Type of the tightest min-delay check: register to register
- Slew margin rel.: 0.408
- Post-CTS sizing: 0
- Clock-pin slew on the worst setup and hold paths: 70 ps
- Die Span Y: 162 um
- Cell Type Count: 62
- CP Launch Type: input pin
- Yosys top cell by area: dfrtp_1
- Layout cell share with drive strength beyond 1: 0.138
- Filler cells: 2327
- Final Critical Period: 4070 ps
- Status: complete, no violations
- Num Clock Sinks: 188
- GRT overflow: 0
- Area of the die: 0.0261 mm^2
- Critical path buffer and inverter count: 1
- Final setup fails: 0
- Ys cells: 1046
- Worst VDD drop: 0.000119 V
- Post-route setup slack: 5330 ps
- Latency at later pin: 430 ps
- Leakage: 4.89 nW
- CP Class: input pin to register
- First-pass GRT wire length: 40.7 mm
- Syn Inst Count: 1046
- Least-Margin Pin Slew: 888 ps
- Routing usage on met2: 0.301
- H-tree levels: 4
- Number of nets still failing antenna checks after routing: 0
- Vias post-DR: 8363
- Maxcap violations: 0
- Slowest Stage Delay on Critical Path: 720 ps
- Vias per std cell: 5.74
- Top cell type's share of synthesized area: 0.454
- # port buffers: 124
- Post-DP HPWL: 15.4 mm
- Clock skew: 16.2 ps
- Initial DRC count: 561
- Cell Chain, Critical Path: clkdlybuf4s50_1 -> xor2_1 -> nor4_1 -> nand4_1 -> a311o_1 -> o2bb2ai_1
- Routed len/inst: 16.8 um
- Chip Width: 162 um
- Top Usage Layer GRT: met1
- Inserted Diodes: 0
- Critical Path AT: 4420 ps
- Period utilization: 0.434
- Drt first pass iters: 5
- Crit-path max FO: 16
- Critical Path End Type: register
- Post-synthesis cell area: 0.0102 mm^2
placed cells by master (no fill, tap or decap), types with 3 or more instances in the layout:
cell	n
dfrtp_1	184
clkdlybuf4s50_1	123
a21oi_1	119
nand2_1	94
mux2_2	84
o21ai_0	77
a221oi_1	62
nor2_1	56
a22oi_1	44
xor2_1	26
buf_4	22
nand3_1	21
o2bb2ai_1	18
clkbuf_16	17
mux2i_1	16
inv_1	12
nor4_1	10
and3_1	10
a31oi_1	9
nand4_1	8
nor3_1	8
a22o_1	8
o31ai_1	7
o22ai_1	7
nand2b_1	7
inv_6	7
xnor2_1	6
ha_1	5
and2_1	4
nor2b_1	3
or3_1	3
clkinv_8	3
dfstp_2	3
worst register-to-register path, cell delays in order (launching register included):
cell	delay [ps]
dfrtp_4	570
buf_4	560
buf_4	670
mux2_2	430
a221oi_1	240
o21ai_0	120
metal layers:
layer  vias to the layer above  share of wire
li1                       4049              -
met1                      4070           0.49
met2                       217           0.45
met3                        27          0.043
met4                         0          0.016
met5                         -              0
through the flow:
stage / instance area [um^2] / total power [mW] / std cells
finish: 12200 / 1.82 / 1457
global route: 12200 / 1.91 / 1457
CTS: 12200 / 1.84 / 1457
detailed placement: 11600 / 1.11 / 1425
global placement: 11600 / 1.10 / 1425
floorplan: 10200 / 1.02 / 1046
final cells by class:
class                   count  area, um^2  share of cell area
clock inverters            15         174              0.0143
clock buffers              17         425              0.0349
well taps                 330         413              0.0339
multi-input cells         749        5000               0.410
inverters                  12        45.0             0.00370
flip-flops and latches    188        4710               0.387
repair buffers            146        1410               0.116
synthesized netlist by cell type (7+ instances only):
library cell and number:
nand3_1 21, nand4_1 8, nor4_1 10, buf_1 8, buf_4 16, o21ai_0 78, a22oi_1 44, o22ai_1 7
dfrtp_1 185, nor3_1 8, mux2i_1 16, mux2_2 84, clkbuf_1 67, a21oi_1 120, o2bb2ai_1 18, inv_1 12
nor2_1 58, nand2b_1 7, and3_1 10, o31ai_1 7, xor2_1 26, a22o_1 8, nand2_1 94, a31oi_1 9
a221oi_1 62
final timing paths:
check                                  startpoint                       end  slack (ps)  cells after the start
worst max register to register  saved_clock_phase  write_shift_register[29]        6680                      5
max in group asynchronous                 reset_n    read_shift_register[9]        6990                      2
worst min-delay path               bit_counter[7]            bit_counter[7]         490                      1
worst min register to register     bit_counter[7]            bit_counter[7]         490                      1
min in group asynchronous                 reset_n      saved_burst_count[9]        1360                      1
worst max-delay path                   divider[9]   write_shift_register[8]        5330                      6
flip-flops by register name, indices dropped and copies added (netlist names), 4 cells and up:
signal,flops
read_shift_register,32
bit_counter,8
process_counter,4
write_shift_register,32
saved_burst_count,16
divider_counter,16
read_long_data,32
state,6
saved_data,16
saved_address,15
report_power, final:
part,switching (mW),internal (mW),leakage (nW)
combinational,0.0981,0.109,2.14
clock,0.354,0.381,0.294
sequential,0.0389,0.843,2.46
total,0.491,1.33,4.89
logic make-up (layout without fill, tap and decap cells):
| kind of cell | count (synthesis) | in the layout | share of synthesized area |
|---|---|---|---|
| xor gates and xnor gates | 32 | 32 | 0.0275 |
| adders and majority gates | 5 | 5 | 0.00614 |
| buffers and inverters | 109 | 190 | 0.0491 |
| and+or+nand+nor | 237 | 237 | 0.107 |
| DFF | 188 | 188 | 0.462 |
| AOI/OAI and AO/OA | 374 | 374 | 0.238 |
| muxes | 101 | 101 | 0.110 |
Power figures rest on the tool's default switching activity, not on a simulated workload.
